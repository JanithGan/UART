==> ./design.v <==
module UART_baudrate_gen(Clk, Rst_n, Tick, BaudRate);
	input				Clk; 				 
	input          Rst_n; 			 
	input [15:0]	BaudRate; 		 
	output         Tick; 			 
	reg [15:0]     baudRateReg; 	 
	always @(posedge Clk or negedge Rst_n)
		if (!Rst_n)		baudRateReg <= 16'b1;
		else if (Tick) baudRateReg <= 16'b1;
		else 				baudRateReg <= baudRateReg + 1'b1;
	assign Tick = (baudRateReg == BaudRate);
endmodule
module UART_rx (Clk, Rst_n, RxEn, RxData, RxDone, Rx, Tick, NBits);	 
	input 			Clk, Rst_n, RxEn, Rx, Tick;		
	input [3:0] 	NBits;
	output 			RxDone;
	output [7:0]	RxData;
	parameter IDLE = 1'b0, READ = 1'b1; 	 
	reg [1:0] State, Next;						 
	reg  		 read_enable = 1'b0;				 
	reg  		 start_bit 	 = 1'b1;				 
	reg  		 RxDone 		 = 1'b0;				 
	reg [4:0] Bit 			 = 5'b00000;		 
	reg [3:0] counter 	 = 4'b0000;			 
	reg [7:0] Read_data	 = 8'b00000000;	 
	reg [7:0] RxData;								 
	always @ (posedge Clk or negedge Rst_n)
	begin
		if (!Rst_n)	State <= IDLE;				 
		else 			State <= Next;				 
	end
	always @ (State or Rx or RxEn or RxDone)
	begin
		case(State)	
			IDLE:	if(!Rx & RxEn)	Next = READ;	  
					else				Next = IDLE;
			READ:	if(RxDone)		Next = IDLE; 	  
					else				Next = READ;
			default 					Next = IDLE;
		endcase
	end
	always @ (State or RxDone)
	begin
		case (State)
			READ: begin
						read_enable <= 1'b1;			 
					end
			IDLE: begin
						read_enable <= 1'b0;			 
					end
		endcase
	end
	always @ (posedge Tick)
	begin
		if (read_enable)
		begin
			RxDone <= 1'b0;								  
			counter <= counter + 4'b1;					  
			if ((counter == 4'b1000) & (start_bit))  
			begin
				start_bit <= 1'b0;
				counter <= 4'b0000;
			end
			if ((counter == 4'b1111) & (!start_bit) & (Bit < NBits))	 
			begin
				Bit <= Bit + 5'b1;
				Read_data <= {Rx,Read_data[7:1]};
				counter <= 4'b0000;
			end
			if ((counter == 4'b1111) & (Bit == NBits) & (Rx))  
			begin
				Bit <= 4'b0000;
				RxDone <= 1'b1;
				counter <= 4'b0000;
				start_bit <= 1'b1;  
			end
		end
	end
	always @ (posedge Clk)
	begin
		if (NBits == 4'b1000)
		begin
			RxData[7:0] <= Read_data[7:0];	
		end
		if (NBits == 4'b0111)
		begin
			RxData[7:0] <= {1'b0,Read_data[7:1]};	
		end
		if (NBits == 4'b0110)
		begin
			RxData[7:0] <= {1'b0,1'b0,Read_data[7:2]};	
		end
	end
endmodule
module UART_tx (Clk, Rst_n, TxEn, TxData, TxDone, Tx, Tick, NBits);	 
	input Clk, Rst_n, TxEn,Tick;
	input [3:0]NBits;
	input [7:0]TxData;
	output Tx;
	output TxDone;
	parameter IDLE = 1'b0, WRITE = 1'b1;	 
	reg  		 State, Next;						 
	reg  		 Tx;									 
	reg  		 TxDone 		  = 1'b0;			 
	reg 		 write_enable = 1'b0;			 
	reg 		 start_bit 	  = 1'b1;			 
	reg 		 stop_bit 	  = 1'b0;			 
	reg [4:0] Bit 			  = 5'b00000;		 
	reg [3:0] counter 	  = 4'b0000;		 
	reg [7:0] in_data		  = 8'b00000000;	 
	reg [1:0] R_edge;								 
	wire 		 D_edge;								 
	always @ (posedge Clk or negedge Rst_n)
	begin
		if (!Rst_n)	State <= IDLE;				 
		else 		State <= Next;					 
	end
	always @ (State or D_edge or TxData or TxDone) 
	begin
		case(State)	
			IDLE:	 if(D_edge)	Next = WRITE;	 
					 else			Next = IDLE;
			WRITE: if(TxDone)	Next = IDLE;  	 
					 else			Next = WRITE;
			default 				Next = IDLE;
		endcase
	end
	always @ (State)
	begin
		case (State)
		WRITE: begin
					write_enable <= 1'b1;	 
				 end
		IDLE: begin
					write_enable <= 1'b0;	 
				end
		endcase
	end
	always @ (posedge Tick)
	begin
		if (!write_enable)  
		begin
			TxDone = 1'b0;
			start_bit <= 1'b1;
			stop_bit <= 1'b0;
		end
		if (write_enable)  
		begin
			counter <= counter + 4'b1;	   
			if(start_bit & !stop_bit)  
			begin
				Tx <= 1'b0;	 
				in_data <= TxData;
			end		
			if ((counter == 4'b1111) & (start_bit))  
			begin		
				start_bit <= 1'b0;
				in_data <= {1'b0,in_data[7:1]};
				Tx <= in_data[0];
			end
			if ((counter == 4'b1111) & (!start_bit) &  (Bit < NBits-1))  
			begin		
				in_data <= {1'b0,in_data[7:1]};
				Bit <= Bit + 5'b1;
				Tx <= in_data[0];
				start_bit <= 1'b0;
				counter <= 4'b0000;
			end	
			if ((counter == 4'b1111) & (Bit == NBits-1) & (!stop_bit))  
			begin
				Tx <= 1'b1;	
				counter <= 4'b0000;	
				stop_bit <= 1'b1;
			end
			if ((counter == 4'b1111) & (Bit == NBits-1) & (stop_bit))  
			begin
				Bit <= 4'b0000;
				TxDone <= 1'b1;
				counter <= 4'b0000;
			end
		end
	end
	always @ (posedge Clk or negedge Rst_n)
	begin
		if(!Rst_n)
		begin
			R_edge <= 2'b00;
		end
		else
		begin
			R_edge <= {R_edge[0], TxEn};
		end
	end
	assign D_edge = !R_edge[1] & R_edge[0];
endmodule
module router(Clk, Rst_n, Rx, Tx, RxData);  
	input     		Clk;			 
	input          Rst_n; 		 
	input          Rx; 			 
	output         Tx; 			 
	output [7:0]	RxData;		 
	wire [7:0]   TxData; 	 
	wire         RxDone; 	 
	wire         TxDone;		 
	wire         tick;		 
	wire			 TxEn;
	wire			 RxEn;
	wire [3:0]   NBits;
	wire [15:0]  BaudRate; 	 
	assign 	RxEn = 1'b1;
	assign 	TxEn = 1'b1;
	assign 	BaudRate = 16'd325; 	 
	assign 	NBits = 4'b1000;		 
	UART_rx I_RS232RX(
			.Clk(Clk),
			.Rst_n(Rst_n),
			.RxEn(RxEn),
			.RxData(RxData),
			.RxDone(RxDone),
			.Rx(Rx),
			.Tick(tick),
			.NBits(NBits)
		 );
	UART_tx I_RS232TX(
			.Clk(Clk),
			.Rst_n(Rst_n),
			.TxEn(TxEn),
			.TxData(TxData),
			.TxDone(TxDone),
			.Tx(Tx),
			.Tick(tick),
			.NBits(NBits)
		 );
	UART_baudrate_gen I_BAUDGEN(
			.Clk(Clk),
			.Rst_n(Rst_n),
			.Tick(tick),
			.BaudRate(BaudRate)
		 );
endmodule
==> ./run.sh <==
#!/bin/bash
# OpenROAD 26Q1-2900-gdf79404cd8, Yosys 0.63+post, stock flow scripts
make -C /OpenROAD-flow-scripts/flow DESIGN_CONFIG=/design/flow/config.mk WORK_HOME=/design/flow/orfs finish
==> ./config.mk <==
export PLATFORM = sky130hd
export DESIGN_NAME = router
export DESIGN_NICKNAME = router
export VERILOG_FILES = /design/flow/design.v
export SDC_FILE = /design/flow/constraint.sdc
export NUM_CORES = 4
export LEC_CHECK = 1
export CORE_UTILIZATION = 50
==> ./constraint.sdc <==
current_design router

set clk_period 4.5
set clk_io_pct 0.2

create_clock -name clk0 -period $clk_period [get_ports {Clk}]

set non_clock_inputs [all_inputs -no_clocks]
set_input_delay [expr $clk_period * $clk_io_pct] -clock clk0 $non_clock_inputs
set_output_delay [expr $clk_period * $clk_io_pct] -clock clk0 [all_outputs]
==> ci_impl_report.md <==
## Synthesis and layout report

| Metric | Value |
|---|---|
| Crit-path slowest cell | nor4_4 |
| Main logic family | simple AND/OR/NAND/NOR gates |
| Clock power share | 0.439 |
| Placed Cells incl. Taps | 276 |
| Register pins left without a clock | 33 |
| Root Buffer | clkbuf_8 |
| Placed cell areas | 2710 um^2 |
| Vias in the first global route | 1,494 |
| Delay-heaviest family, CP | simple AND/OR/NAND/NOR gates |
| # fillers | 380 |
| Combinational share of power | 0.017 |
| Final setup TNS | 0 ps |
| Vias per std cell | 5.14 |
| Final GP Congestion | 0.831 |
| Final Instance Count excl. Fillers | 284 |
| IO Pins | 12 |
| Hold buffers post-CTS | 0 |
| Top FF cell, synth | edfxtp_1 |
| Sequential Power Share | 0.544 |
| Worst path max stage delay | 610 ps |
| GRT Total Usage | 0.176 |
| Worst EP required | 4720 ps |
| Syn Area/Cell | 12.7 um^2 |
| Layout cells sized above 1 | 0.0691 |
| CP Cell Sequence | or4_4, nor4_4, buf_4, nand2b_1 |
| Row cnt | 25 |
| Simple share | 0.166 |
| CP Buf/Inv Count | 1 |
| Type of the worst min-delay path | reg2reg |
| Sw Pwr | 0.0945 mW |
| LEAKAGE | 1.09 nW |
| WL per Instance | 13.4 um |
| Area delta synth->final | 11.7% |
| Fin crit share | 0.488 |
| Slew margin rel. | 0.588 |
| Clk latency of the worst-skew pair | 270 ps |
| Die height | 72.8 um |
| Cell area after synthesis | 2510 um^2 |
| Yosys adder share | 0.0399 |
| CP endpoint kind | flop |
| Hold Fails Final Rpt | 0 |
| Die width | 72.8 um |
| Tally of OpenROAD warnings | 28 |
| Max FO, Critical Path | 26 |
| Final Skew | 4.65 ps |
| Yosys stat area | 2510 um^2 |
| Post-Synth AOI/OAI Area | 0.0349 |
| Power Total | 0.485 mW |
| Initial antenna violation count | 0 |
| H-tree Lvls | 2 |
| Pre-Place Util | 0.524 |
| Post-route DRC | 0 |
| Type of origin of the critical path | flop |
| CP Class | reg2reg |
| Yosys cell count | 198 |
| Pwr Density | 173 nW/um^2 |
| Pins Over Slew Limit | 0 |
| Number of unconstrained endpoints | 71 |
| Maximum vdd drop | 0.000209 V |
| XOR Share, Synth | 0.0804 |
| Gate Count Post-Synth | 198 |
| Worst-path clk slew | 60 ps |
| Fin crit period | 2200 ps |
| Routed Wire Length | 3.81 mm |
| P_int | 0.390 mW |
| Pre-Repair DR Iteration Count | 4 |
| IO buf count | 11 |
| Max Cap Viol | 0 |
| Synth cell types | 36 |
| Setup bufs post-CTS | 0 |
| Status | finished clean |
| Final setup violation count | 0 |
| GRT overflow | 0 |
| First-pass GRT wire length | 6.75 mm |
| Number of enable flip-flop cells | 29 |
| Switching fraction of total power | 0.195 |
| Largest net degree at the start of global routing | 27 |
| Synthesized registers | 62 |
| Total CTS buffers | 5 |
| MUX area fraction | 0.00399 |
| CTS tree | done |
| Dpl hpwl | 2.76 mm |
| Post-route ant nets | 0 |
| CP Data Arrival Time | 2410 ps |
| Max Freq | 455 MHz |
| CTS Buffer Depth | 2 |
| Ys async rst share | 0.339 |
| Post-route cell area | 2800 um^2 |
| Chip area | 5300 um^2 |
| Post-CTS Resized | 0 |
| # diodes | 0 |
| Via count of the routed design | 1,460 |
| Core ar. | 4790 um^2 |
| DR iter-0 viols | 48 |
| Synth warnings | 11 |
| Tightest Pin Transition | 613 ps |
| RSZ-0062 raised after global routing | false |
[power by group through the flow]
stage	clock network (mW)	logic (mW)	registers, mW
6_report	0.213	0.00831	0.264
5_1_grt	0.233	0.00969	0.264
4_1_cts	0.219	0.00878	0.263
[registers in the layout, indices dropped and copies added (netlist names), 2 cells and up]
register	cells
I_RS232RX.State	2
I_RS232RX.counter	4
I_RS232RX.Bit	5
I_RS232TX.Bit	5
I_RS232TX.counter	4
I_BAUDGEN.baudRateReg	16
I_RS232RX.RxData	8
I_RS232RX.Read_data	8
I_RS232TX.R_edge	2
[metrics by stage]
| stage | setup slack, ps | utilization | hold slack, ps |
|---|---|---|---|
| after floorplan | 2260 | - | 355 |
| after global placement | 2320 | 0.566 | 364 |
| after detailed placement | 2290 | 0.566 | 368 |
| after CTS | 2270 | 0.585 | 380 |
| after global routing | 2140 | 0.585 | 405 |
| final | 2300 | 0.585 | 378 |
[kinds of logic after synthesis]
group,count (synthesis)
xor gates and xnor gates,23
and+or+nand+nor,75
latches,1
other,1
muxes,1
adders and majority gates,8
AOI/OAI and AO/OA,14
DFF,61
buffers and inverters,14
[cell usage after synthesis (all sizes together) (2+ instances only)]
cell type | number | area (um^2)
o21a | 3 | 22.5
ha | 8 | 100
xor2 | 11 | 96.3
clkbuf | 2 | 7.51
nand4 | 4 | 25.0
inv | 11 | 41.3
nand4b | 4 | 35.0
nand2 | 10 | 37.5
o21ai | 5 | 25.0
dfxtp | 11 | 220
a31oi | 2 | 12.5
edfxtp | 29 | 871
nor2 | 21 | 78.8
nand3 | 13 | 65.1
nor3 | 3 | 15.0
dfrtp | 19 | 475
and4 | 3 | 27.5
nand2b | 2 | 12.5
nor2b | 4 | 25.0
xnor2 | 12 | 105
or4 | 3 | 26.3
and3 | 2 | 12.5
dfstp | 2 | 52.6
and2 | 4 | 25.0
[layout make-up]
type                    instances  area [um^2]  share of cell area
flip-flops and latches         62         1630               0.584
clock buffers                   8         90.1              0.0322
well taps                      67         83.8              0.0299
inverters                      11         41.3              0.0147
repair buffers                 14          133              0.0474
multi-input cells             122          818               0.292
[metal layers]
layer / wire [um] / global-route usage / vias up
li1: - / - / 724
met4: 0 / 0.0174 / 0
met1: 1830 / 0.300 / 704
met3: 192 / 0.0504 / 0
met2: 1790 / 0.258 / 32
met5: 0 / 0 / -
[layout by cell type (no fill, tap or decap)]
master,instances
edfxtp_1,29
nor2_1,21
dfrtp_1,19
nand3_1,13
xnor2_1,12
dfxtp_1,11
inv_1,11
xor2_1,11
clkdlybuf4s50_1,11
nand2_1,10
ha_1,8
clkbuf_8,6
o21ai_0,5
nand4b_1,4
nor2b_1,4
and2_1,4
nand4_1,4
o21a_1,3
nor3_1,3
buf_4,3
dfstp_2,2
and3_1,2
and4_1,2
or4_1,2
nand2b_1,2
a31oi_1,2
clkbuf_1,2
dlxtn_1,1
conb_1,1
and4_2,1
or4_4,1
or3b_2,1
nor4_4,1
a22o_1,1
o22ai_1,1
a21boi_0,1
mux2i_1,1
a21oi_1,1
[worst paths after layout]
| kind | start | depth (start not counted) | slack, ps | to |
|---|---|---|---|---|
| max in group asynchronous | Rst_n | 2 | 3260 | I_RS232RX.State[0] |
| min in group asynchronous | Rst_n | 2 | 960 | I_BAUDGEN.baudRateReg[14] |
| max | I_BAUDGEN.baudRateReg[5] | 4 | 2300 | I_BAUDGEN.baudRateReg[0] |
| min | I_RS232TX.R_edge[0] | 0 | 380 | I_RS232TX.R_edge[1] |
| max reg2reg | I_BAUDGEN.baudRateReg[5] | 4 | 2300 | I_BAUDGEN.baudRateReg[0] |
| min reg2reg | I_RS232TX.R_edge[0] | 0 | 380 | I_RS232TX.R_edge[1] |
Power is estimated from default activity; no workload was simulated.
